## flow/design.v

```verilog
module MIDLE_5(
    input  wire                  CLK,
    input  wire  signed [15:0]   DATA_IN1,
    input  wire  signed [15:0]   DATA_IN2,
    input  wire  signed [15:0]   DATA_IN3,
    input  wire  signed [15:0]   DATA_IN4,
    input  wire  signed [15:0]   DATA_IN5,
    output reg   signed [15:0]   DATA_OUT     
    );
always @(posedge CLK ) begin
    if ((DATA_IN2 <= DATA_IN1 && DATA_IN3 <= DATA_IN1 && DATA_IN1 <= DATA_IN4 && DATA_IN1 <= DATA_IN5) || 
        (DATA_IN2 <= DATA_IN1 && DATA_IN4 <= DATA_IN1 && DATA_IN1 <= DATA_IN3 && DATA_IN1 <= DATA_IN5) ||
        (DATA_IN2 <= DATA_IN1 && DATA_IN5 <= DATA_IN1 && DATA_IN1 <= DATA_IN3 && DATA_IN1 <= DATA_IN4)) begin
        DATA_OUT <= DATA_IN1;
    end 
    if ((DATA_IN1 <= DATA_IN2 && DATA_IN3 <= DATA_IN2 && DATA_IN2 <= DATA_IN4 && DATA_IN2 <= DATA_IN5) || 
        (DATA_IN1 <= DATA_IN2 && DATA_IN4 <= DATA_IN2 && DATA_IN2 <= DATA_IN3 && DATA_IN2 <= DATA_IN5) ||
        (DATA_IN1 <= DATA_IN2 && DATA_IN5 <= DATA_IN2 && DATA_IN2 <= DATA_IN3 && DATA_IN2 <= DATA_IN4)) begin
        DATA_OUT <= DATA_IN2;
    end
    if ((DATA_IN1 <= DATA_IN3 && DATA_IN2 <= DATA_IN3 && DATA_IN3 <= DATA_IN4 && DATA_IN3 <= DATA_IN5) || 
        (DATA_IN1 <= DATA_IN3 && DATA_IN4 <= DATA_IN3 && DATA_IN3 <= DATA_IN2 && DATA_IN3 <= DATA_IN5) ||
        (DATA_IN1 <= DATA_IN3 && DATA_IN5 <= DATA_IN3 && DATA_IN3 <= DATA_IN2 && DATA_IN3 <= DATA_IN4)) begin
        DATA_OUT <= DATA_IN3;
    end
    if ((DATA_IN1 <= DATA_IN4 && DATA_IN2 <= DATA_IN4 && DATA_IN4 <= DATA_IN3 && DATA_IN4 <= DATA_IN5) || 
        (DATA_IN1 <= DATA_IN4 && DATA_IN3 <= DATA_IN4 && DATA_IN4 <= DATA_IN2 && DATA_IN4 <= DATA_IN5) ||
        (DATA_IN1 <= DATA_IN4 && DATA_IN5 <= DATA_IN4 && DATA_IN4 <= DATA_IN2 && DATA_IN4 <= DATA_IN3)) begin
        DATA_OUT <= DATA_IN4;
    end
    if ((DATA_IN1 <= DATA_IN5 && DATA_IN2 <= DATA_IN5 && DATA_IN5 <= DATA_IN3 && DATA_IN5 <= DATA_IN4) || 
        (DATA_IN1 <= DATA_IN5 && DATA_IN3 <= DATA_IN5 && DATA_IN5 <= DATA_IN2 && DATA_IN5 <= DATA_IN4) ||
        (DATA_IN1 <= DATA_IN5 && DATA_IN4 <= DATA_IN5 && DATA_IN5 <= DATA_IN2 && DATA_IN5 <= DATA_IN3)) begin
        DATA_OUT <= DATA_IN5;
    end
end
endmodule
```

## flow/run.sh

```bash
#!/bin/bash
# OpenROAD 26Q1-2900-gdf79404cd8, Yosys 0.63+post, stock flow scripts
make -C /OpenROAD-flow-scripts/flow DESIGN_CONFIG=/design/flow/config.mk WORK_HOME=/design/flow/orfs finish
```

## flow/config.mk

```make
export PLATFORM = sky130hd
export DESIGN_NAME = MIDLE_5
export DESIGN_NICKNAME = MIDLE_5
export VERILOG_FILES = /design/flow/design.v
export SDC_FILE = /design/flow/constraint.sdc
export NUM_CORES = 4
export LEC_CHECK = 1
export CORE_UTILIZATION = 30
```

## flow/constraint.sdc

```tcl
current_design MIDLE_5

set clk_period 7.3
set clk_io_pct 0.2

create_clock -name clk0 -period $clk_period [get_ports {CLK}]

set non_clock_inputs [all_inputs -no_clocks]
set_input_delay [expr $clk_period * $clk_io_pct] -clock clk0 $non_clock_inputs
set_output_delay [expr $clk_period * $clk_io_pct] -clock clk0 [all_outputs]
```

==> impl_metrics.xml <==
<?xml version="1.0" encoding="UTF-8"?>
<metrics>
  <group name="run_status">
    <metric name="outcome" unit="">finished clean</metric>
  </group>
  <group name="timing">
    <metric name="setup-tns-final" unit="ps">0</metric>
    <metric name="postLayoutSetupSlackWorst" unit="ps">1233</metric>
    <metric name="timing.max_slew.rel_slack" unit="%">43.47</metric>
    <metric name="period_needed" unit="ps">6067</metric>
    <metric name="worst-slew-pin-transition" unit="ps">847.9</metric>
    <metric name="setup_viol" unit="">0</metric>
    <metric name="period_used_share" unit="%">83.11</metric>
    <metric name="final-hold-violation-count" unit="">0</metric>
    <metric name="hold-worst-slack" unit="ps">2103</metric>
    <metric name="fmax" unit="GHz">0.1648</metric>
    <metric name="slew_viol_final" unit="">0</metric>
    <metric name="grt_setup_unrepaired" unit="">false</metric>
  </group>
  <group name="worst_hold_path">
    <metric name="worstHoldPathCells" unit="">3</metric>
    <metric name="worstHoldPathType" unit="">input pin to flip-flop</metric>
    <metric name="hold_end" unit="">DATA_OUT[2]</metric>
    <metric name="min_from" unit="">DATA_IN4[2]</metric>
  </group>
  <group name="cts">
    <metric name="tritoncts_num_sinks" unit="">16</metric>
    <metric name="tritoncts" unit="">done</metric>
    <metric name="holdBufCountCts" unit="">0</metric>
    <metric name="tritoncts.num_buffers" unit="">3</metric>
    <metric name="root_buffer" unit="">sky130_fd_sc_hd__clkbuf_16</metric>
    <metric name="clockBufferDepth" unit="">2</metric>
    <metric name="number_of_setup_buffers_added_after_cts" unit="">0</metric>
    <metric name="htreeDepth" unit="">1</metric>
    <metric name="clock_pin_slew_worst_setup_and_hold_paths" unit="ps">50</metric>
    <metric name="post_cts.resized_instances" unit="">0</metric>
  </group>
  <group name="power">
    <metric name="p_per_area" unit="mW/mm2">129.3</metric>
    <metric name="fin_total_pwr" unit="mW">0.8778</metric>
    <metric name="cell_leakage_power" unit="nW">3.237</metric>
    <metric name="ir_worst_vdd" unit="mV">0.1565</metric>
  </group>
  <group name="drt">
    <metric name="drt.antenna.violating_nets" unit="">0</metric>
    <metric name="detailedRoute.firstIterationViolations" unit="">307</metric>
    <metric name="route.vias.total" unit="">5383</metric>
    <metric name="post_drt_via_cell_ratio" unit="">5.625</metric>
    <metric name="drt_pre_antenna_iters" unit="">5</metric>
    <metric name="drt-total-wl" unit="mm">18.98</metric>
    <metric name="remaining_drc_errors" unit="">0</metric>
    <metric name="num_antenna_cells" unit="">0</metric>
    <metric name="drt-wirelength-per-cell" unit="um">19.83</metric>
  </group>
  <group name="floorplan">
    <metric name="floorplanUtilization" unit="%">30.65</metric>
    <metric name="floorplan_die_width" unit="um">137.7</metric>
    <metric name="core_area" unit="mm2">0.01802</metric>
    <metric name="design.die.area" unit="mm2">0.01896</metric>
    <metric name="core.rowCount" unit="">49</metric>
    <metric name="die_h" unit="um">137.7</metric>
    <metric name="num_io_pins" unit="">97</metric>
  </group>
  <group name="placement">
    <metric name="pre_cts_worst_setup_slack" unit="ps">979.0</metric>
    <metric name="placed_area" unit="mm2">0.006713</metric>
    <metric name="place.gp.congestion" unit="">0.9513</metric>
    <metric name="place_hpwl" unit="mm">16.67</metric>
    <metric name="port_buffers" unit="">96</metric>
    <metric name="placedCellCount" unit="">954</metric>
  </group>
  <group name="logic_synthesis">
    <metric name="synth.ff_latch_count" unit="">16</metric>
    <metric name="synth-compound-area-share" unit="%">24.25</metric>
    <metric name="synth_dominant_cell_count" unit="">sky130_fd_sc_hd__ha_1</metric>
    <metric name="synth_xor_xnor_area_share" unit="%">0.4755</metric>
    <metric name="netlist-cell-type-count" unit="">73</metric>
    <metric name="async_set_reset_flop_share_out_of_synthesis" unit="%">0</metric>
    <metric name="yosys_area" unit="mm2">0.005525</metric>
    <metric name="mappedNetlistArea" unit="mm2">0.005525</metric>
    <metric name="synthesis.instances" unit="">641</metric>
    <metric name="yosys-stat-cells" unit="">641</metric>
    <metric name="mux_share" unit="%">4.506</metric>
    <metric name="topCombFamilyByArea" unit="">adder cells</metric>
    <metric name="topCellsByArea" unit="">sky130_fd_sc_hd__ha_1, sky130_fd_sc_hd__edfxtp_1, sky130_fd_sc_hd__inv_1</metric>
    <metric name="largest_area_cell" unit="">sky130_fd_sc_hd__ha_1</metric>
    <metric name="ys_dominant_reg_cell" unit="">sky130_fd_sc_hd__edfxtp_1</metric>
    <metric name="yosys_warnings" unit="">1</metric>
    <metric name="enable_flop_cells" unit="">16</metric>
    <metric name="synthDominantCellAreaShare" unit="%">36.23</metric>
    <metric name="synthAdderAreaFrac" unit="%">36.23</metric>
    <metric name="syn_area_per_cell" unit="um2">8.620</metric>
    <metric name="simple_gate_area_share" unit="%">18.12</metric>
    <metric name="synth.cells.most_frequent" unit="">sky130_fd_sc_hd__ha_1, sky130_fd_sc_hd__inv_1, sky130_fd_sc_hd__nand4_1</metric>
    <metric name="ys_seq_share" unit="%">8.696</metric>
  </group>
  <group name="critical_path">
    <metric name="worst_ep_required_time" unit="ps">7070</metric>
    <metric name="critical_path_arrival" unit="ps">5840</metric>
    <metric name="critical_path_cell_by_cell" unit="">clkdlybuf4s50_1, inv_1, ha_1, nand4_1, nor4_1, a21boi_1, or4b_4, mux2i_1, nor4b_2, nor4_4, buf_4, nand3b_4, nand3b_1</metric>
    <metric name="crit_path_max_fanout" unit="">17</metric>
    <metric name="critical_path.startpoint_type" unit="">input pin</metric>
    <metric name="timing.critical_path.to_type" unit="">flip-flop</metric>
    <metric name="cp.buffers_inverters" unit="">3</metric>
    <metric name="crit_path_top_delay_cell" unit="">sky130_fd_sc_hd__nand3b_1</metric>
    <metric name="setup.worst_path.start" unit="">DATA_IN2[15]</metric>
    <metric name="critPathMaxStageDelay" unit="ps">740</metric>
    <metric name="timing.setup.critical_path_class" unit="">input pin to flip-flop</metric>
    <metric name="largest_delay_contributor_family_on_the_critical_path" unit="">simple AND/OR/NAND/NOR gates</metric>
  </group>
  <group name="cells_and_area">
    <metric name="layout-area-overhead-vs-synth" unit="%">22.85</metric>
    <metric name="post_layout_nonfiller_instances" unit="">957</metric>
    <metric name="design_area" unit="mm2">0.006788</metric>
    <metric name="largest-register" unit="">DATA_OUT</metric>
    <metric name="fillCellCount" unit="">1857</metric>
    <metric name="final_core_utilization" unit="%">37.66</metric>
    <metric name="largest_register_ff_count" unit="">16</metric>
    <metric name="drive_gt1_share" unit="%">6.181</metric>
    <metric name="largest_registers" unit="">DATA_OUT x16</metric>
  </group>
  <group name="job">
    <metric name="log.warning_count" unit="">25</metric>
    <metric name="cap_viol_max_count" unit="">0</metric>
  </group>
  <group name="grt">
    <metric name="number_of_global_route_vias_before_repair" unit="">5230</metric>
    <metric name="grt_first_pass_wirelength" unit="mm">28.88</metric>
    <metric name="grt_remaining_overflow" unit="">0</metric>
    <metric name="grt.total_usage" unit="%">20.72</metric>
    <metric name="grt_start_max_net_pins" unit="">33</metric>
    <metric name="antenna_found_initial" unit="">0</metric>
  </group>
</metrics>
layer usage:
| metal | vias up | global-route usage [%] | part of all wire (%) |
|---|---|---|---|
| met5 | - | 0 | 0 |
| met4 | 0 | 3.140 | 1.7 |
| met3 | 25 | 2.102 | 6.1 |
| met2 | 201 | 34.62 | 47 |
| met1 | 2478 | 29.38 | 45 |
| li1 | 2679 | - | - |
how the worst max path moves through the flow:
stage / cells after the start / slack, ps / endpoint
final: 13 / 1230 / DATA_OUT[13]
after CTS: 13 / 1200 / DATA_OUT[1]
after global routing: 13 / 900 / DATA_OUT[5]
cells in the final DEF (no fill, tap or decap), types with 3 or more instances in the layout:
cell / instances
sky130_fd_sc_hd__o211ai_2: 10
sky130_fd_sc_hd__o2111ai_1: 3
sky130_fd_sc_hd__a31oi_1: 11
sky130_fd_sc_hd__o211ai_1: 10
sky130_fd_sc_hd__clkbuf_16: 3
sky130_fd_sc_hd__a211oi_1: 4
sky130_fd_sc_hd__or3_1: 3
sky130_fd_sc_hd__inv_1: 88
sky130_fd_sc_hd__nor2_1: 15
sky130_fd_sc_hd__nor4_1: 20
sky130_fd_sc_hd__a211o_1: 5
sky130_fd_sc_hd__buf_4: 3
sky130_fd_sc_hd__edfxtp_1: 16
sky130_fd_sc_hd__nand3_1: 10
sky130_fd_sc_hd__o21ai_0: 12
sky130_fd_sc_hd__o41ai_1: 3
sky130_fd_sc_hd__and3_1: 6
sky130_fd_sc_hd__nor2b_1: 8
sky130_fd_sc_hd__nor3_1: 6
sky130_fd_sc_hd__a21o_1: 25
sky130_fd_sc_hd__clkdlybuf4s50_1: 96
sky130_fd_sc_hd__a21oi_1: 43
sky130_fd_sc_hd__nand4_1: 48
sky130_fd_sc_hd__mux2i_1: 22
sky130_fd_sc_hd__o21a_1: 7
sky130_fd_sc_hd__and4_1: 3
sky130_fd_sc_hd__nand2_1: 16
sky130_fd_sc_hd__o21ai_1: 4
sky130_fd_sc_hd__ha_1: 160
sky130_fd_sc_hd__nand2b_1: 5
sky130_fd_sc_hd__a31oi_2: 9
sky130_fd_sc_hd__and2_1: 3
final cells by class:
| cell class | instances | area (um2) | share of cell area (%) |
|---|---|---|---|
| repair buffers | 99 | 983.4 | 14.49 |
| inverters | 88 | 330.3 | 4.866 |
| well taps | 229 | 286.5 | 4.221 |
| multi-input cells | 522 | 4632 | 68.24 |
| flip-flops and latches | 16 | 480.5 | 7.078 |
| clock buffers | 3 | 75.07 | 1.106 |
cells by family (layout without fill, tap and decap cells):
kind of cell,Yosys count,in the layout
compound gates,175,175
simple gates,160,160
fa+ha+maj,160,160
flops,16,16
buf+inv,103,190
xor+xnor,3,3
mux,24,24
power breakdown:
| group | internal [mW] | switching, mW |
|---|---|---|
| combinational | 0.282 | 0.310 |
| sequential | 0.169 | 0.0143 |
| clock | 0.0716 | 0.0303 |
Power and IR drop assume default switching activity.
