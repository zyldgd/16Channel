File: design/flow/run.sh
#!/bin/bash
# OpenROAD 26Q1-2900-gdf79404cd8, Yosys 0.63+post, stock flow scripts
make -C /OpenROAD-flow-scripts/flow DESIGN_CONFIG=/design/flow/config.mk WORK_HOME=/design/flow/orfs finish
File: design/flow/config.mk
export PLATFORM = sky130hd
export DESIGN_NAME = DATA_TRANS
export DESIGN_NICKNAME = DATA_TRANS
export VERILOG_FILES = /design/flow/design.v
export SDC_FILE = /design/flow/constraint.sdc
export NUM_CORES = 4
export LEC_CHECK = 1
export CORE_UTILIZATION = 50
File: design/flow/constraint.sdc
current_design DATA_TRANS

set clk_period 38.1
set clk_io_pct 0.2

create_clock -name clk0 -period $clk_period [get_ports {CLK_50M}]

set non_clock_inputs [all_inputs -no_clocks]
set_input_delay [expr $clk_period * $clk_io_pct] -clock clk0 $non_clock_inputs
set_output_delay [expr $clk_period * $clk_io_pct] -clock clk0 [all_outputs]
File: design/flow/design.v
module DATA_TRANS(
    input   wire               CLK_50M,
    input   wire               RESET_n,
    input   wire   [15:0]      DATA_IN_U10,
    input   wire   [15:0]      DATA_IN_U11,
    input   wire   [15:0]      DATA_IN_U12,
    input   wire   [15:0]      DATA_IN_U13,
    input   wire   [15:0]      DATA_IN_U14,
    input   wire   [15:0]      DATA_IN_U15,
    input   wire   [15:0]      DATA_IN_U16,
    input   wire   [15:0]      DATA_IN_U17,
    input   wire   [15:0]      DATA_IN_U18,
    input   wire   [15:0]      DATA_IN_U19,
    input   wire   [15:0]      DATA_IN_U20,
    input   wire   [15:0]      DATA_IN_U21,
    input   wire   [15:0]      DATA_IN_U22,
    input   wire   [15:0]      DATA_IN_U23,
    input   wire   [15:0]      DATA_IN_U24,
    input   wire   [15:0]      DATA_IN_U25,
    input   wire               RX,
    output  wire               TX
    );
    reg             [ 7:0]     CHANNEL;
    reg             [15:0]     DATA[15:0];   
    reg             [ 7:0]     DATA_RX;
    wire            [ 7:0]     DATA_RX_reg;
    reg             [ 7:0]     STATE;
    reg                        SEND_REQ;
    reg             [ 7:0]     SEND_DATA;
    always @(posedge CLK_50M) begin
        if (!RESET_n) begin
            STATE <= 0;
            SEND_REQ <= 0;
        end else begin
            case (STATE)
                0: begin
                    CHANNEL <= 0;
                    STATE <= 1;
                    SEND_REQ <= 0;
                end
                1: begin
                            if(DATA_RX == 8'hFF) begin
                              DATA[0] <= DATA_IN_U10; 
                              DATA[1] <= DATA_IN_U11;
                              DATA[2] <= DATA_IN_U12;
                              DATA[3] <= DATA_IN_U13;
                              DATA[4] <= DATA_IN_U14;
                              DATA[5] <= DATA_IN_U15;
                              DATA[6] <= DATA_IN_U16;
                              DATA[7] <= DATA_IN_U17;
                              DATA[8] <= DATA_IN_U18;
                              DATA[9] <= DATA_IN_U19;
                              DATA[10] <= DATA_IN_U20;
                              DATA[11] <= DATA_IN_U21;
                              DATA[12] <= DATA_IN_U22;
                              DATA[13] <= DATA_IN_U23;
                              DATA[14] <= DATA_IN_U24;
                              DATA[15] <= DATA_IN_U25;
                              STATE <= 2;
                          end
                end
                2: begin
                    if (CHANNEL <= 15) begin
                        SEND_DATA <= DATA[CHANNEL][7:0];
                        STATE <= 3;
                    end else begin
                        if(DATA_RX == 8'h00)
                                    STATE <= 0;
                    end
                end
                3: begin
                    SEND_REQ <= 1;
                    STATE <= 4;
                end
                4: begin
                    SEND_REQ <= 0;
                    STATE <= 5;
                end
                5: begin
                    if (IDLE) begin
                        SEND_DATA <= DATA[CHANNEL][15:8];
                        STATE <= 6;
                    end
                end
                6: begin
                    SEND_REQ <= 1;
                    STATE <= 7;
                end
                7: begin
                    SEND_REQ <= 0;
                    STATE <= 8;
                end
                8: begin
                    if (IDLE) begin
                        CHANNEL <= CHANNEL+1;
                        STATE <= 2;
                    end
                end
                default: 
                    STATE <= 0;
            endcase
        end
    end
     always @(posedge CLK_50M) begin
            if(VALID)
                DATA_RX[7:0] <= DATA_RX_reg[7:0];
     end
    UART_RX i2(
         .CLK        (CLK_50M),
        .RESET_n    (RESET_n),
        .RX         (RX),
        .DATA_OUT   (DATA_RX_reg),
        .VALID      (VALID)
    ); 
    uart_tx i1 (
        .clk        (CLK_50M),
        .reset_n    (RESET_n),
        .wrreq      (SEND_REQ),
        .wdata      (SEND_DATA),
        .RX         (),
        .TX         (TX),
        .IDLE       (IDLE)
    );
endmodule  
module UART_RX #(parameter BAUDRATE = 115200, parameter FREQ = 50_000_000)(
    input                 CLK,
    input                 RESET_n,
    input                 RX,
    output reg    [7:0]   DATA_OUT,
    output reg            VALID
    );
    localparam T = FREQ / BAUDRATE;
    reg                   BUSY;  
	reg    [7:0]          DATA_OUT_reg; 
    reg    [3:0]          cnt_bit;  
    reg    [31:0]         cnt_clk;
    assign                end_cnt_clk = cnt_clk == T - 1;
    assign                end_cnt_bit = end_cnt_clk && cnt_bit == 10 - 1;
    always @(posedge CLK or negedge RESET_n) begin
        if(RESET_n == 0)
            BUSY <= 0; 
        else if(BUSY == 0 && RX == 0)
            BUSY <= 1;
        else if(cnt_bit == 0 && cnt_clk == T / 2 - 1 && RX == 1)
            BUSY <= 0;
        else if(end_cnt_bit)
            BUSY <= 0;
    end
    always @(posedge CLK or negedge RESET_n) begin
        if(RESET_n == 0)
            cnt_clk <= 0;
        else if(BUSY) begin
            if(end_cnt_clk)
                cnt_clk <= 0;
            else
                cnt_clk <= cnt_clk + 1'b1;
        end else
            cnt_clk <= 0;
    end
    always @(posedge CLK or negedge RESET_n) begin
        if(RESET_n == 0)
            cnt_bit <= 0;
        else if(end_cnt_clk) begin
            if(end_cnt_bit)
                cnt_bit <= 0;
            else
                cnt_bit <= cnt_bit + 1'b1;
        end
    end    
    always @(posedge CLK or negedge RESET_n) begin
        if(RESET_n == 0)
            DATA_OUT_reg <= 0;
        else if(cnt_clk == T / 2 - 1 && cnt_bit != 1 - 1 && cnt_bit != 10 - 1)
            DATA_OUT_reg[cnt_bit - 1] <= RX;
    end
    always @(posedge CLK or negedge RESET_n) begin
        if(RESET_n == 0)
            VALID <= 0;
        else if(end_cnt_bit) begin
            VALID <= 1;
            DATA_OUT <= DATA_OUT_reg;
        end else
            VALID <= 0;
    end
endmodule
module uart_tx #(parameter BAUDRATE = 115200, parameter FREQ = 50_000_000)(
input               clk,
input               reset_n,
input               wrreq,
input       [7:0]   wdata,
input               RX,
output reg          TX,
output reg          IDLE
);
localparam T = FREQ / BAUDRATE;
reg         [7:0]   DATA;
reg         [3:0]   cnt_bit;
reg         [31:0]  cnt_clk;
wire                end_cnt_clk;
wire                end_cnt_bit;
assign end_cnt_clk = cnt_clk == T - 1;
assign end_cnt_bit = end_cnt_clk && cnt_bit == 10 - 1;
always @(posedge clk or negedge reset_n) begin
    if(!reset_n)
        IDLE <= 1;
    else if(wrreq) begin
	     DATA <= wdata;
        IDLE <= 0;
    end else if(end_cnt_bit)
        IDLE <= 1;
end
always @(posedge clk or negedge reset_n) begin
    if(!reset_n)
        cnt_clk <= 0;
    else if(IDLE == 0) begin
        if(end_cnt_clk)
            cnt_clk <= 0;
        else
            cnt_clk <= cnt_clk + 1;
    end
end
always @(posedge clk or negedge reset_n) begin
    if(!reset_n)
        cnt_bit <= 0;
    else if(end_cnt_clk) begin
        if(end_cnt_bit)
            cnt_bit <= 0;
        else
            cnt_bit <= cnt_bit + 1;
    end
end
always @(posedge clk or negedge reset_n) begin
    if(!reset_n)
        TX <= 1;
    else if(IDLE == 0 && cnt_clk == 0) begin
        if(cnt_bit == 0)
            TX <= 0;
        else if(cnt_bit == 9)
            TX <= 1;
        else
            TX <= DATA[cnt_bit - 1];
    end
end
endmodule
==> flow_summary.json <==
{
  "slowest_delay_ns": 0.78,
  "startpoint": "RESET_n",
  "required_ns": 38.26,
  "hpwl_mm": 28.0,
  "drt_wl_total_mm": 40.7,
  "cts.htree.levels": 2,
  "path_max_fanout": 66,
  "vias": 10800,
  "post_cts_buffers": 0,
  "path_cells": "buf_4 > nand2_1 > nor3_2 > buf_4 > buf_4",
  "ys_seq_share_pct": 68.2,
  "dieWidth_um": 183,
  "finalCritPeriodShare_pct": 24.3,
  "drv_cap": 0,
  "root_buffer": "clkbuf_16",
  "clkTransAtPathRegs_ns": 0.06,
  "first_pass_iters": 4,
  "reg_top3": "DATA (256), i1.cnt_clk (32), i2.cnt_clk (32)",
  "numCtsBuffers": 42,
  "gp_congestion": 0.874,
  "yosys_cells": 1184,
  "timing.hold.ws_ns": 0.418,
  "synthCells": 1184,
  "drv_slew": 0,
  "via_per_inst": 5.61,
  "grt_max_degree": 143,
  "antenna_found_initial": 12,
  "chipArea_sq_um": 33500,
  "finalSetupViolations": 0,
  "reg2reg_slack_ns": 34.44,
  "rsz0062_at_grt": "false",
  "grt_overflow": 0,
  "fin_area_sq_um": 20900,
  "r2r-end": "i2.DATA_OUT_reg[3]",
  "leakage_nw": 7.30,
  "ys_top_cells_by_area": "edfxtp_1 (54%), dfrtp_1 (13%), xnor2_1 (2.5%)",
  "cts_resized": 0,
  "power_density_nw_per_um2": 43.3,
  "ys.flops": 390,
  "cts.sinks": 390,
  "placed_area_sq_um": 19500,
  "die_y_um": 183,
  "final_cell_mix": "edfxtp_1 (296), clkdlybuf4s50_1 (258), dfrtp_1 (82)",
  "lay_top_count": "edfxtp_1",
  "portBuffers": 259,
  "synth_top_flop_cell": "edfxtp_1",
  "cpMostUsedCell": "buf_4",
  "ios": 260,
  "grtUsageTotal_pct": 27.1,
  "reg2reg_depth": 10,
  "worstSetupStartpointType": "input pin",
  "ys_area_sq_um": 16400,
  "path_class": "in2reg",
  "cts_hold_buf": 0,
  "grt_pass1_wl_mm": 62.1,
  "coreArea_sq_um": 31900,
  "cp.arrival_ns": 9.42,
  "critPathCaptureType": "register",
  "post_drt_wl_per_cell_um": 21.2,
  "area_growth_pct": 27.2,
  "avgSynthCellArea_sq_um": 13.9,
  "post_route_cells_drive_above_1_share_pct": 7.71,
  "final_hold_viol_count": 0,
  "post-route-util_pct": 65.4,
  "drc": 0,
  "ir_drop_v": 0.0000306,
  "edf_count": 296,
  "yosys_warnings": 8,
  "outcome": "completed",
  "yosys.area.top_type_share_pct": 54.2,
  "maxSlewHeadroom_pct": 39.4,
  "grt_pass1_vias": 11100,
  "setup_tns_ns": 0,
  "skew_ns": 0.0132,
  "drt-initial-drc-count": 599,
  "fmax_mhz": 108,
  "cts_tree": "done",
  "worst_slew_pin_slew_ns": 0.902,
  "hold_class": "reg2reg",
  "fp_util_pct": 51.5,
  "cpMaxStageDelayCell": "buf_4",
  "insertion_delay_ns": 0.53,
  "clk_path_buf_depth": 3,
  "largest_register": "DATA",
  "r2r_start": "i2.cnt_bit[0]",
  "synthDistinctLibCells": 74,
  "warnings": 44,
  "drtAntennaViolNets": 0,
  "async_flop_share_pct": 21.5,
  "period_needed_ns": 9.26,
  "row_count": 65,
  "largest_register_ffs": 256,
  "synth.largest_area_cell": "edfxtp_1",
  "synth_area_sq_um": 16400,
  "endpoint": "DATA[2][1]"
}
-- where the power goes --
part	internal, mW	switching, mW	leakage [nW]
Combinational	0.0286	0.0175	2.77
Clock	0.239	0.158	0.663
Sequential	0.458	0.000590	3.87
-- per-layer routing --
| metal | global-route usage [%] | vias up | routed length [um] |
|---|---|---|---|
| li1 | - | 5126 | - |
| met1 | 41.1 | 5143 | 16300 |
| met2 | 39.1 | 458 | 18800 |
| met3 | 12.2 | 73 | 4560 |
| met4 | 6.57 | 4 | 1020 |
| met5 | 3.11 | - | 110 |
-- per-stage QoR --
stage / setup slack (ns) / std cells / power, mW
after global placement: 28.33 / 1838 / 0.514
final: 28.84 / 1925 / 0.903
after floorplan: 12.00 / 1184 / 0.478
after global routing: 28.67 / 1922 / 0.931
after CTS: 28.82 / 1914 / 0.911
after detailed placement: 28.27 / 1838 / 0.514
-- worst max-delay path: cells and delay by family --
| kind | cells | cell delay, ns |
|---|---|---|
| and+or+nand+nor | 2 | 0.19 |
| buffers and inverters | 3 | 1.55 |
-- cell usage after synthesis (22+ instances only) --
library cell  count
edfxtp_1        296
dfrtp_1          82
nor2_1           74
nand2_1          70
xnor2_1          46
clkbuf_1         41
nand3_1          39
a22oi_1          34
nand4_1          30
o21ai_0          29
a21oi_1          26
ha_1             26
nor4_1           25
inv_1            23
and3_1           22
mux2i_1          22
-- area by class of cell --
class / count / area, sq um
Inverter: 24 / 90.1
Clock buffer: 55 / 1150
Sequential cell: 390 / 11200
Timing Repair Buffer: 280 / 2760
Antenna cell: 11 / 27.5
Fill cell: 2321 / 11000
Multi-Input combinational cell: 709 / 4890
Tap cell: 435 / 544
Clock inverter: 21 / 201
-- worst min-delay path by stage --
| stage | depth (start not counted) | from | endpoint | slack (ns) |
|---|---|---|---|---|
| CTS | 0 | SEND_DATA[1] | i1.DATA[1] | 0.42 |
| finish | 0 | SEND_DATA[1] | i1.DATA[1] | 0.42 |
| global route | 0 | i2.DATA_OUT[7] | DATA_RX[7] | 0.42 |
-- cells by family (layout without fill, tap and decap cells) --
group	Yosys count	count (layout)	synth area share, %
buffers and inverters	85	380	2.04
XOR/XNOR	65	65	3.47
AND-OR/OR-AND	214	214	9.51
flip-flops	390	390	68.2
other	0	11	0
multiplexers	44	44	3.06
AND/OR/NAND/NOR	360	360	11.7
adder cells (fa/ha/maj)	26	26	1.98
Power is estimated from default activity; no workload was simulated.
