==> design.v <==
module UART_TX #(parameter BAUDRATE = 115200, parameter FREQ = 50_000_000)(
input               CLK,
input               RESET_n,
input               TX_REQ,
input       [7:0]   DATA_IN,
input               RX,
output reg          TX,
output reg          IDLE
);
localparam T = FREQ / BAUDRATE;
reg         [7:0]   DATA;
reg         [3:0]   cnt_bit;
reg         [31:0]  cnt_clk;
wire                end_cnt_clk;
wire                end_cnt_bit;
assign end_cnt_clk = cnt_clk == T - 1;
assign end_cnt_bit = end_cnt_clk && cnt_bit == 10 - 1;
always @(posedge CLK or negedge RESET_n) begin
    if(!RESET_n)
        IDLE <= 1;
    else if(TX_REQ) begin
	     DATA <= DATA_IN;
        IDLE <= 0;
    end else if(end_cnt_bit)
        IDLE <= 1;
end
always @(posedge CLK or negedge RESET_n) begin
    if(!RESET_n)
        cnt_clk <= 0;
    else if(IDLE == 0) begin
        if(end_cnt_clk)
            cnt_clk <= 0;
        else
            cnt_clk <= cnt_clk + 1;
    end
end
always @(posedge CLK or negedge RESET_n) begin
    if(!RESET_n)
        cnt_bit <= 0;
    else if(end_cnt_clk) begin
        if(end_cnt_bit)
            cnt_bit <= 0;
        else
            cnt_bit <= cnt_bit + 1;
    end
end
always @(posedge CLK or negedge RESET_n) begin
    if(!RESET_n)
        TX <= 1;
    else if(IDLE == 0 && cnt_clk == 0) begin
        if(cnt_bit == 0)
            TX <= 0;
        else if(cnt_bit == 9)
            TX <= 1;
        else
            TX <= DATA[cnt_bit - 1];
    end
end
endmodule
==> run.sh <==
#!/bin/bash
# OpenROAD 26Q1-2900-gdf79404cd8, Yosys 0.63+post, stock flow scripts
make -C /OpenROAD-flow-scripts/flow DESIGN_CONFIG=/design/flow/config.mk WORK_HOME=/design/flow/orfs finish
==> config.mk <==
export PLATFORM = sky130hd
export DESIGN_NAME = UART_TX
export DESIGN_NICKNAME = UART_TX
export VERILOG_FILES = /design/flow/design.v
export SDC_FILE = /design/flow/constraint.sdc
export NUM_CORES = 4
export LEC_CHECK = 1
export CORE_UTILIZATION = 30
==> constraint.sdc <==
current_design UART_TX

set clk_period 5.4
set clk_io_pct 0.2

create_clock -name clk0 -period $clk_period [get_ports {CLK}]

set non_clock_inputs [all_inputs -no_clocks]
set_input_delay [expr $clk_period * $clk_io_pct] -clock clk0 $non_clock_inputs
set_output_delay [expr $clk_period * $clk_io_pct] -clock clk0 [all_outputs]
==> impl_metrics.py <==
# Physical implementation metrics
metrics = {
    "layout": {
        "stdcell_count": 310,
        "fillers": 703,
        "layout_top_cell": "dfrtp_1",
        "drive_above_1_share": 0.103,
        "layout_top_cells": "dfrtp_1, xnor2_1, nor2_1",
        "area_growth_pct": 15.6,
    },
    "detailed_routing": {
        "viasPerCell": 4.71,
        "drc": 0,
        "firstDrtPassIters": 4,
        "routedWlPerCell_um": 11.8,
        "ant_nets": 0,
        "routed_wl_um": 3660,
        "antenna_cells": 0,
        "drt_iter0_markers": 55,
        "vias": 1460,
    },
    "clock_network": {
        "cts_resized": 0,
        "clockBufferDepth": 2,
        "cts_tree": "done",
        "cts_hold_buf": 0,
        "post_cts_buffers": 0,
        "worstSkewPairLatency_ns": 0.30,
        "clk_transition_reported_paths_ns": 0.09,
        "cts-root-buf": "clkbuf_8",
        "cts.sinks": 46,
        "htree_levels": 2,
        "numCtsBuffers": 5,
    },
    "place": {
        "dp_slack_ns": 2.99,
        "dp_cells": 302,
        "port_buffers": 12,
        "place_congestion": 0.802,
        "dp_hpwl_um": 2510,
    },
    "worst_setup_path": {
        "crit_family": "flip-flops",
        "slowest_delay_ns": 0.64,
        "crit_fanout": 11,
        "required_ns": 4.32,
        "worst-path-buf-inv": 1,
        "start_kind": "flop",
        "path_cells": "clkdlybuf4s50_1",
        "critPathSlowestCell": "dfstp_2",
        "crit_arrival_ns": 1.43,
        "critPathKind": "reg -> out",
        "endpoint_kind": "output pin",
    },
    "sta": {
        "finalClockPeriodUsage": 0.464,
        "clock-skew-final_ns": 0.00991,
        "setup_ws_ns": 2.89,
        "drv_slew": 0,
        "rsz0062_at_grt": "no",
        "tightest_slew_ns": 0.576,
        "slew_headroom": 0.613,
        "setup_viol": 0,
        "fin_setup_tns_ns": 0,
        "max_freq_ghz": 0.399,
        "finalHoldViolCount": 0,
        "fin_crit_ns": 2.51,
    },
    "grt": {
        "grt.total_usage": 0.112,
        "grt_pass1_wl_um": 6610,
        "grt_pass1_vias": 1419,
        "grt_max_degree": 40,
        "grt_overflow_total": 0,
        "grt_antenna_before_repair": 0,
    },
    "job": {
        "tool_warnings": 31,
        "maxCapViolations": 0,
    },
    "die": {
        "num_rows": 30,
        "io_pins": 14,
        "die_h_um": 88.0,
        "chip_area_sq_um": 7740,
        "die_w_um": 88.0,
        "initial_core_util": 0.318,
        "core-area_sq_um": 6980,
    },
    "status": {
        "status": "finished clean",
    },
    "synthesis": {
        "synthCells": 195,
        "ys_area_sq_um": 2220,
        "ys_warn_count": 1,
        "ys_cells": 195,
        "ff_type": "dfrtp_1",
        "edf_count": 8,
        "syn_area_per_cell_sq_um": 11.4,
        "synth_cell_types": 37,
        "syn_area_sq_um": 2220,
        "ys_ff": 46,
        "synth_seq_share": 0.538,
        "synthArstFlopShare": 0.826,
    },
    "pwr": {
        "p_leak_nw": 1.05,
        "peakVddDrop_mv": 0.176,
        "power_density_nw_per_um2": 290,
    },
    "min_path": {
        "hold_class": "reg -> reg",
    },
}
per-layer routing:
metal	wire (um)	global-route usage	up-vias
met5	0	0	-
met4	62	0.0134	0
met3	91	0.0248	5
met2	1630	0.165	12
met1	1870	0.181	713
li1	-	-	730
synth_stat cells, types with 2 or more instances:
| master | number | share of area |
|---|---|---|
| nor2b_1 | 2 | 0.0056 |
| o21ai_0 | 4 | 0.0090 |
| xor2_1 | 7 | 0.028 |
| nand3_1 | 14 | 0.032 |
| ha_1 | 7 | 0.040 |
| inv_1 | 7 | 0.012 |
| mux4_2 | 2 | 0.020 |
| and3_1 | 4 | 0.011 |
| nor4_2 | 2 | 0.011 |
| and4_1 | 2 | 0.0079 |
| nand2_1 | 12 | 0.020 |
| nand4b_1 | 2 | 0.0079 |
| nand3b_1 | 2 | 0.0068 |
| nor3_1 | 6 | 0.014 |
| a21o_1 | 2 | 0.0068 |
| dfstp_2 | 2 | 0.024 |
| xnor2_1 | 23 | 0.091 |
| buf_2 | 2 | 0.0045 |
| nor4_1 | 7 | 0.020 |
| edfxtp_1 | 8 | 0.11 |
| nand4_1 | 10 | 0.028 |
| nor2_1 | 17 | 0.029 |
| dfrtp_1 | 36 | 0.41 |
| nand2b_1 | 2 | 0.0056 |
per-stage QoR:
stage                     utilization  power (mW)  hold slack (ns)  instance area [sq um]
after floorplan                     -       0.475            0.447                   2220
after global placement          0.351       0.504            0.463                   2450
after detailed placement        0.351       0.505            0.471                   2450
after CTS                       0.367       0.757            0.485                   2560
after global routing            0.367       0.789            0.517                   2560
final                           0.367       0.742            0.482                   2560
final cells by class:
class                           count  area [sq um]  area share
Clock buffer                        6          93.8      0.0366
Clock inverter                      2          18.8     0.00732
Inverter                            7          26.3      0.0103
Multi-Input combinational cell    139           980       0.382
Sequential cell                    46          1190       0.466
Tap cell                           96           120      0.0469
Timing Repair Buffer               14           130      0.0508
final timing paths:
kind	cells after the start	endpoint	from	slack [ns]
max in group asynchronous	2	TX	RESET_n	4.22
worst min-delay path	1	cnt_clk[31]	cnt_clk[31]	0.48
min in group asynchronous	2	cnt_clk[28]	RESET_n	0.81
worst min register to register	1	cnt_clk[31]	cnt_clk[31]	0.48
worst max register to register	6	cnt_clk[8]	cnt_clk[12]	3.44
worst max-delay path	1	IDLE	IDLE	2.89
logic make-up (layout without fill, tap and decap cells):
family / after synthesis / in the layout / synth area share
simple gates: 87 / 87 / 0.221
flops: 46 / 46 / 0.538
xor+xnor: 30 / 30 / 0.119
compound gates: 11 / 11 / 0.0327
buf+inv: 10 / 29 / 0.0198
fa+ha+maj: 7 / 7 / 0.0395
mux: 4 / 4 / 0.0305
power breakdown:
part	switching, mW	internal, mW	total (mW)	leakage (nW)
registers	0.0289	0.380	0.409	0.586
clock network	0.123	0.122	0.245	0.0545
logic	0.0470	0.0408	0.0878	0.410
state kept, by name (all words and copies together) (netlist names):
register and cells:
IDLE 1, cnt_clk 32, DATA 8, cnt_bit 4
TX 1
worst register-to-register path: cells and delay by family (launching register included):
family                 cells  cell delay [ns]
AND/OR/NAND/NOR            5             1.15
buffers and inverters      1             0.22
flip-flops                 1             0.46
Power and IR drop assume default switching activity.
